==> flow/design.v <==
module spi_master(
input clk, newd,rst,
input [11:0] din, 
output reg sclk,cs,mosi
    );
  typedef enum bit [1:0] {idle = 2'b00, enable = 2'b01, send = 2'b10, comp = 2'b11 } state_type;
  state_type state = idle;
  int countc = 0;
  int count = 0;
 always@(posedge clk)
  begin
    if(rst == 1'b1) begin
      countc <= 0;
      sclk <= 1'b0;
    end
    else begin 
      if(countc < 10 )
          countc <= countc + 1;
      else
          begin
          countc <= 0;
          sclk <= ~sclk;
          end
    end
  end
    reg [11:0] temp;
  always@(posedge sclk)
  begin
    if(rst == 1'b1) begin
      cs <= 1'b1; 
      mosi <= 1'b0;
    end
    else begin
     case(state)
         idle:
             begin
               if(newd == 1'b1) begin
                 state <= send;
                 temp <= din; 
                 cs <= 1'b0;
               end
               else begin
                 state <= idle;
                 temp <= 8'h00;
               end
             end
       send : begin
         if(count <= 11) begin
           mosi <= temp[count];  
           count <= count + 1;
         end
         else
             begin
               count <= 0;
               state <= idle;
               cs <= 1'b1;
               mosi <= 1'b0;
             end
       end
      default : state <= idle; 
   endcase
  end 
 end
endmodule
module spi_slave (
input sclk, cs, mosi,
output [11:0] dout,
output reg done
);
typedef enum bit {detect_start = 1'b0, read_data = 1'b1} state_type;
state_type state = detect_start;
reg [11:0] temp = 12'h000;
int count = 0;
always@(posedge sclk)
begin
case(state)
detect_start: 
begin
done   <= 1'b0;
if(cs == 1'b0)
 state <= read_data;
 else
 state <= detect_start;
end
read_data : begin
if(count <= 11)
 begin
 count <= count + 1;
 temp  <= { mosi, temp[11:1]};
 end
 else
 begin
 count <= 0;
 done <= 1'b1;
 state <= detect_start;
 end
end
endcase
end
assign dout = temp;
endmodule
 interface spi_if;
  logic rst;
  logic newd;
  logic clk,sclk,cs,mosi,done;;
  logic [11:0] din;
  logic [11:0] dout;
endinterface
module top (
input clk, rst, newd,
input [11:0] din,
output [11:0] dout,
output done
);
wire sclk, cs, mosi;
spi_master m1 (clk, newd, rst, din, sclk, cs, mosi);
spi_slave s1  (sclk, cs, mosi, dout, done);
endmodule
==> flow/run.sh <==
#!/bin/bash
# OpenROAD 26Q1-2900-gdf79404cd8, Yosys 0.63+post, stock flow scripts
make -C /OpenROAD-flow-scripts/flow DESIGN_CONFIG=/design/flow/config.mk WORK_HOME=/design/flow/orfs finish
==> flow/config.mk <==
export PLATFORM = sky130hd
export DESIGN_NAME = top
export DESIGN_NICKNAME = top
export VERILOG_FILES = /design/flow/design.v
export SDC_FILE = /design/flow/constraint.sdc
export NUM_CORES = 4
export LEC_CHECK = 1
export CORE_UTILIZATION = 30
export SYNTH_HDL_FRONTEND = slang
==> flow/constraint.sdc <==
current_design top

set clk_period 4.8
set clk_io_pct 0.2

create_clock -name clk0 -period $clk_period [get_ports {clk}]

set non_clock_inputs [all_inputs -no_clocks]
set_input_delay [expr $clk_period * $clk_io_pct] -clock clk0 $non_clock_inputs
set_output_delay [expr $clk_period * $clk_io_pct] -clock clk0 [all_outputs]
==> reports/metrics.yaml <==
syn_avg_cell_area_um2: 10.8
ys_area_um2: 6180
critPathSlowestCell: "nor3b_2"
antenna_found_initial: 0
yosys.stat.seqShare_pct: 55.5
grt_pass1_wl_um: 18600
cap_violations: 0
drc: 0
vias_per_cell: 4.68
top_cell: "nor2_1"
ys_types: 44
tool_warnings: 25
grt_max_degree: 95
holdCritPathClass: "reg2reg"
wl_um: 10800
edf_count: 89
top_cells_by_count: "nor2_1 (104), edfxtp_1 (89), xor2_1 (51), dfxtp_1 (38), nand3_1 (34)"
min_path_cells: 2
yosysTopAreaCell: "edfxtp_1"
cts_made_buffers: 5
cts_root_buf: "clkbuf_16"
vias: 4044
wl_met2_um: 4840
critical_path.cell_chain: "ha_1 -> and4_1 -> nor3b_2 -> nor3b_1 -> xnor2_1 -> nor2_1"
cts_resized: 0
clock_path_buffers: 2
peakVddDrop_mv: 0.164
tritoncts: "done"
netlist_instances: 571
clock_skew_ns: 0.00365
antennaDiodeCount: 0
cp.arrival_ns: 2.19
wl_met1_um: 5690
grt_setup_unrepaired: "no"
clk_pin_slew_ns: 0.05
dr.pass1.iters: 6
tns_ns: 0
synthFlopType: "edfxtp_1"
avgRoutedWirePerCell_um: 12.5
slew_violations: 0
area_growth_pct: 11.8
port_buffers: 27
highest-signal-layer: "met4"
htreeDepth: 2
clock.fmax_mhz: 490
crit_type: "reg2reg"
cp.required_ns: 4.95
yosys-top-cells-area: "edfxtp_1 (43%), dfxtp_1 (12%), xor2_1 (7.2%)"
slew_headroom_pct: 44.3
die_w_um: 146
final_area_um2: 6910
startpoint_type: "flop"
r2r-start: "m1.countc[1]"
die_h_um: 146
unclocked_pins: 94
powerDensity_nw_per_um2: 87.8
chipArea_um2: 21200
setup_viol: 0
ys_ff: 127
place_area_um2: 6780
cp-end-kind: "flop"
yosys_cells: 571
place.gp.congestion: 0.802
clock_latency_ns: 0.27
place_hpwl_um: 7510
core_area_um2: 20200
finalHoldViolCount: 0
ant_nets: 0
rows: 52
hold_ws_ns: 0.441
fin_crit_ns: 2.04
drt_first_iter_violations: 293
ctsHoldBuffers: 0
core_util_floorplan_pct: 30.6
top_area_share_pct: 43.2
leakage_nw: 2.14
reg2reg_depth: 6
path_max_fanout: 7
post_cts.repair.setup_buffers: 0
syn-cell-area_um2: 6180
post-route-period-util_pct: 42.5
async_flop_share_pct: 0
dp_slack_ns: 2.50
r2r_setup_slack_ns: 2.76
overflow: 0
status: "finished clean"
track_usage_pct: 10.8
worst_slew_pin_slew_ns: 0.828
cpPeakStageDelay_ns: 0.46
untimed_endpoints: 196
ios: 28
grt_pass1_vias: 3775
met3_length_um: 298
reg2reg_to: "m1.countc[26]"
layout-drive-gt1-share_pct: 5.88
hp-start: "m1.countc[31]"
timing.final.ws_setup_ns: 2.76
yosysWarnings: 0
min_delay_worst_endpoint: "m1.countc[31]"
-- sequential cells by signal, indices dropped and copies added (netlist names) --
signal,flops
s1.state,1
m1.temp,12
s1.done,1
m1.cs,1
m1.count,32
m1.mosi,1
m1.countc,32
s1.dout,12
m1.state,2
s1.count,32
m1.sclk,1
-- power by group --
part           switching (mW)  total, mW  internal [mW]
Clock                   0.103      0.295          0.192
Sequential            0.00268      0.284          0.281
Combinational          0.0128     0.0283         0.0155
-- layout by cell type, fill, tap and decap left out, types with 7 or more instances in the layout --
cell,count
nor2_1,103
edfxtp_1,89
xor2_1,51
dfxtp_1,37
nand3_1,34
xnor2_1,32
nand2_1,31
nand4_1,31
clkdlybuf4s50_1,27
nor4_1,22
and2_1,13
and3_1,12
inv_1,10
and4_1,10
a21oi_1,9
o21ai_0,9
nor3_1,7
buf_4,7
-- stage by stage --
stage / util (%) / instances / power, mW
finish: 34.2 / 865 / 0.607
global route: 34.2 / 865 / 0.633
CTS: 34.2 / 865 / 0.614
detailed placement: 33.5 / 857 / 0.318
global placement: 33.5 / 857 / 0.318
floorplan: - / 571 / 0.300
-- worst max-delay path, delay by kind of cell (launching register included) --
family	cells	cell delay (ns)
xor+xnor	1	0.14
simple gates	4	1.17
fa+ha+maj	1	0.23
flops	1	0.38
-- worst max-delay path by stage --
stage	from	to	slack, ns	depth (start not counted)
after CTS	m1.countc[1]	m1.countc[26]	2.74	6
after global routing	m1.countc[0]	m1.countc[26]	2.61	6
final	m1.countc[1]	m1.countc[26]	2.76	6
-- metal layers --
layer,vias to the layer above,global-route usage (%)
met5,-,0
met2,53,16.6
li1,2108,-
met4,0,0.421
met1,1880,18.1
met3,3,1.54
-- area by class of cell --
class	count	area [um2]
timing repair buffer	34	323
clock buffer	8	136
sequential	127	3430
multi-input combinational	416	2650
fill	1995	13300
inverter	10	37.5
tap	270	338
-- logic make-up (layout without fill, tap and decap cells) --
family                   count (synthesis)  in the layout  synth area share (%)
AND-OR/OR-AND                           25             25                  2.37
XOR/XNOR                                83             83                  11.8
adder cells (fa/ha/maj)                  3              3                 0.607
buffers and inverters                   28             52                  1.88
flip-flops                             127            127                  55.5
multiplexers                             7              7                  1.54
AND/OR/NAND/NOR                        298            298                  26.3
Power figures rest on the tool's default switching activity, not on a simulated workload.
